===== flow/run.sh =====
#!/bin/bash
# OpenROAD 26Q1-2900-gdf79404cd8, Yosys 0.63+post, stock flow scripts
make -C /OpenROAD-flow-scripts/flow DESIGN_CONFIG=/design/flow/config.mk WORK_HOME=/design/flow/orfs finish

===== flow/config.mk =====
export PLATFORM = sky130hd
export DESIGN_NAME = rx_top
export DESIGN_NICKNAME = rx_top
export VERILOG_FILES = /design/flow/design.v
export SDC_FILE = /design/flow/constraint.sdc
export NUM_CORES = 4
export LEC_CHECK = 1
export CORE_UTILIZATION = 40

===== flow/constraint.sdc =====
current_design rx_top

set clk_period 3.5
set clk_io_pct 0.2

create_clock -name clk0 -period $clk_period [get_ports {clk}]

set non_clock_inputs [all_inputs -no_clocks]
set_input_delay [expr $clk_period * $clk_io_pct] -clock clk0 $non_clock_inputs
set_output_delay [expr $clk_period * $clk_io_pct] -clock clk0 [all_outputs]

===== flow/design.v =====
module rx_top #(
    parameter BIT_TICKS = 54
)(
    input logic clk,
    input logic rst_n,
    input logic rx,
    output logic rx_done_tick,
    output logic dout
);
wire logic s_tick_ov;
counter #(.RST_VALUE(BIT_TICKS)) u_counter_s_tick (
    .clk,
    .rst_n,
    .enable(1'b1),
    .overflow(s_tick_ov),
    .value()
);
uart_rx u_uart_rx (
    .clk,
    .rst_n,
    .s_tick(s_tick_ov),
    .rx(rx),
    .dout(dout),
    .rx_done_tick(rx_done_tick)
);
endmodule
module counter #(
    parameter logic [19:0] RST_VALUE = 20'd500_000
)(
    input logic clk,
    input logic rst_n,
    input logic enable,
    output logic [19:0] value,
    output logic overflow
);
logic [19:0] value_nxt;
logic overflow_nxt;
always_ff @(posedge clk or negedge rst_n) begin
    if (!rst_n) begin
        value <= 20'b0;
        overflow <= 1'b0;
    end else begin
        value <= value_nxt;
        overflow <= overflow_nxt;
    end
end
always_comb begin
    value_nxt = value;
    overflow_nxt = 1'b0;
    if (enable) begin
        if(value < RST_VALUE) begin
            value_nxt = value + 1;
        end
        else begin
            value_nxt = 20'b0;
            overflow_nxt = 1'b1;
        end
    end
end
endmodule
module uart_rx #(
    parameter DBIT = 8,  
    parameter SB_TICK = 16  
) (
    input logic clk,
    input logic rst_n,
    input logic rx,
    input logic s_tick,
    output logic rx_done_tick,
    output logic [7:0] dout
);
typedef enum logic [1:0] {
    IDLE,
    START,
    DATA,
    STOP
} state_t;
state_t state, state_nxt;
logic [3:0] s, s_nxt;
logic [2:0] n, n_nxt;
logic [7:0] b, b_nxt;
always_ff @(posedge clk, negedge rst_n) begin
    if (!rst_n) begin
        state <= IDLE;
        s <= 4'b0;
        n <= 3'b0;
        b <= 8'b0;
    end else begin
        state <= state_nxt;
        s <= s_nxt;
        n <= n_nxt;
        b <= b_nxt;
    end
end
always_comb begin
    state_nxt = state;
    s_nxt = s;
    n_nxt = n;
    b_nxt = b;
    case (state)
        IDLE: begin
            if (~rx) begin
                state_nxt = START;
                s_nxt = 0;
            end
        end
        START: begin
            if (s_tick) begin
                if (s == 7) begin
                    state_nxt = DATA;
                    s_nxt = 0;
                    n_nxt = 0;
                end else begin
                    s_nxt = s + 1;
                end
            end
        end
        DATA: begin
            if (s_tick) begin
                if (s == 15) begin
                    s_nxt = 0;
                    b_nxt = {rx, b[7:1]};
                    if (n == (DBIT - 1))
                        state_nxt = STOP;
                    else
                        n_nxt = n + 1;
                end else begin
                    s_nxt = s + 1;
                end
            end
        end
        STOP: begin
            if (s_tick) begin
                if (s == (SB_TICK - 1)) begin
                    state_nxt = IDLE;
                end else begin
                    s_nxt = s + 1;
                end
            end
        end
    endcase
end
always_comb begin
    rx_done_tick = 1'b0;
    dout = b;
    case (state)
        IDLE: ;
        START: ;
        DATA: ;
        STOP: begin
            rx_done_tick = (s_tick && (s == (SB_TICK - 1)));
        end
    endcase
end
endmodule

==> impl_metrics.ini <==
; flow metrics
[die]
design.core.area_um2 = 3771
fp_util_pct = 43.07
core.rowCount = 22
die_h_um = 65.72
chip_area_um2 = 4319
ioPinCount = 5
chipWidth_um = 65.72

[global_routing]
grt_usage_pct = 12.75
antenna_found_initial = 0
grt_pass1_wl_um = 4105
grt_overflow = 0
grt_pass1_vias = 967
grt_max_degree = 41

[clock_network]
cts_setup_buffers = 0
ctsHoldBuffers = 0
cts_root_buf = clkbuf_8
cts_tree = built
path_clk_slew_ns = 0.07
cts_max_level = 2
clk_latency_ns = 0.29
clockBufferDepth = 2
cts.sinks = 40
numCtsBuffers = 5
cts-resized-gates = 0

[synthesis]
top_cell = dfrtp_1
syn_area_per_cell_um2 = 12.03
ys_area_um2 = 1624
synth_cell_types = 34
synth-async-reset-ratio_pct = 100.0
numSynthFlops = 40
synth.area.top_cells = dfrtp_1 (60%), mux2_2 (5.5%), o21ai_0 (3.4%), nand2_1 (3.2%), ha_1 (3.1%)
syn_inst = 135
synth_top_flop_cell = dfrtp_1
synth_seq_share_pct = 61.71
yosysTopAreaCell = dfrtp_1
edf_count = 0
synth_warnings = 3
syn_area_um2 = 1624
ys_cells = 135
netlist_top_cells_count = dfrtp_1 (39), nand2_1 (14), nor2_1 (11), o21ai_0 (11), mux2_2 (8)
synth.top_cell.area_share_pct = 60.09

[detailed_routing]
num_vias = 982
antenna_left = 0
wl_um = 2286
viasPerCell = 4.837
routedWlPerCell_um = 11.26
diodes = 0
drt_iter0_markers = 42
route.detailed.drc = 0
drt_pass1_iterations = 4

[setup_path]
start_kind = flip-flop
r2r_slack_ns = 1.38
end_kind = output pin
cp.required_ns = 2.80
crit_arrival_ns = 1.79
rr_startpoint = u_uart_rx.s[0]$_DFFE_PN0P_
crit_end = rx_done_tick
path_max_fanout = 8
crit_start = u_uart_rx.s[0]$_DFFE_PN0P_
critPathKind = flip-flop to output pin
reg2reg_depth = 4
worstReg2RegEnd = u_uart_rx.b[5]$_DFFE_PN0P_

[timing]
finalCritPeriodShare_pct = 71.08
fin_crit_ns = 2.488
clock_skew_ns = 0.005804
fmax_mhz = 402.0
hold_slack_ns = 0.4511
slew_viol_final = 0
slew_headroom_pct = 58.24
worst_slew_pin_slew_ns = 0.6264
hold_violations = 0
rsz0062_at_grt = no
tns_ns = 0
setup_viol = 0

[worst_hold_path]
hp-class = primary input to async pin

[outcome]
status = completed

[final_layout]
syn2layout_area_growth_pct = 15.18
drive_above_1_share_pct = 14.84
final_cells = 203

[placement]
dpl.hpwl_um = 1491
gp_congestion = 0.8107
io_buffers = 4
dp_cells = 195

[pwr]
total_power_mw = 1.262
pwr_density_cell_nw_per_um2 = 674.5
cellLeakagePower_nw = 0.8408
ir_drop_mv = 0.3405

[run]
maxCapViolations = 0
warning_count = 25
[cells by family after synthesis]
kind of cell	count (synthesis)	share of synthesized area, %
AOI/OAI and AO/OA	23	10.09
other	1	0.2309
xor gates and xnor gates	3	1.618
adders and majority gates	4	3.082
muxes	11	7.396
DFF	40	61.71
buffers and inverters	13	3.544
and+or+nand+nor	40	12.33
[critical path: stages (launching register included)]
cell,delay (ns)
dfrtp_1,0.39
ha_1,0.35
nand3_1,0.15
nor2_1,0.14
clkdlybuf4s50_1,0.47
[worst min path at each step]
stage / slack (ns) / to / startpoint
after CTS: 0.46 / u_counter_s_tick.value[0]$_DFF_PN0_ / u_counter_s_tick.value[0]$_DFF_PN0_
after global routing: 0.48 / u_counter_s_tick.value[0]$_DFF_PN0_ / u_counter_s_tick.value[0]$_DFF_PN0_
final: 0.45 / u_uart_rx.n[0]$_DFFE_PN0P_ / rst_n
[per-layer routing]
| layer | vias up | global-route usage [%] | share of wire (%) |
|---|---|---|---|
| met5 | - | 0 | 0 |
| met4 | 0 | 2.717 | 2.3 |
| met3 | 7 | 3.169 | 4.5 |
| met2 | 17 | 18.88 | 44 |
| met1 | 464 | 19.81 | 49 |
| li1 | 494 | - | - |
[power by group]
group / total (mW) / switching [mW] / internal (mW)
combinational: 0.243 / 0.117 / 0.126
clock: 0.398 / 0.147 / 0.251
sequential: 0.620 / 0.0791 / 0.541
[area by class of cell]
class / instances / area [µm²]
tap: 48 / 60.06
sequential: 40 / 1002
multi-input combinational: 95 / 613.1
inverter: 7 / 26.28
clock buffer: 7 / 96.34
fill: 329 / 1901
clock inverter: 1 / 30.03
timing repair buffer: 5 / 42.54
[layout by cell type, fill, tap and decap left out, drive strengths merged, types with 2 or more instances in the layout]
cell / netlist / layout
dfrtp: 39 / 39
mux2: 8 / 8
o21ai: 11 / 11
nand3: 3 / 3
nor3: 2 / 2
conb: 1 / 14
nor4: 2 / 2
or2: 2 / 2
a31oi: 3 / 3
inv: 7 / 7
nor2: 11 / 11
clkbuf: 3 / 7
nand4: 3 / 3
buf: 3 / 2
mux2i: 3 / 3
nand2: 14 / 14
xnor2: 2 / 2
ha: 4 / 4
clkdlybuf4s50: 0 / 3
[per-stage QoR]
step / setup WS, ns / cell area, µm² / util, %
3_3_place_gp: 1.369 / 1744 / 46.25
6_report: 1.012 / 1871 / 49.60
4_1_cts: 1.013 / 1871 / 49.60
3_5_place_dp: 1.326 / 1744 / 46.25
5_1_grt: 0.9351 / 1871 / 49.60
2_1_floorplan: 1.650 / 1673 / -
[registers in the layout (all words and copies together), names as in the netlist]
| signal | cells |
|---|---|
| u_counter_s_tick.overflow | 1 |
| u_counter_s_tick.value | 20 |
| u_uart_rx.b | 8 |
| u_uart_rx.n | 3 |
| u_uart_rx.s | 4 |
| u_uart_rx.state | 4 |
