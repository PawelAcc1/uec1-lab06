==> /design/flow/design.v <==
module counter #(
    parameter logic [19:0] RST_VALUE = 20'd500_000
)(
    input logic clk,
    input logic rst_n,
    input logic enable,
    output logic [19:0] value,
    output logic overflow
);
logic [19:0] value_nxt;
logic overflow_nxt;
always_ff @(posedge clk or negedge rst_n) begin
    if (!rst_n) begin
        value <= 20'b0;
        overflow <= 1'b0;
    end else begin
        value <= value_nxt;
        overflow <= overflow_nxt;
    end
end
always_comb begin
    value_nxt = value;
    overflow_nxt = 1'b0;
    if (enable) begin
        if(value < RST_VALUE) begin
            value_nxt = value + 1;
        end
        else begin
            value_nxt = 20'b0;
            overflow_nxt = 1'b1;
        end
    end
end
endmodule
module fifo #(
    parameter int DATA_WIDTH = 8,
    parameter int ADDR_WIDTH = 4  
)(
    input  logic clk,
    input  logic rst_n,
    input  logic wr,
    input  logic [DATA_WIDTH-1:0] w_data,
    input  logic rd,
    output logic [DATA_WIDTH-1:0] r_data,
    output logic full,
    output logic empty
);
    logic [DATA_WIDTH-1:0] mem [0:(2**ADDR_WIDTH)-1];
    logic [ADDR_WIDTH:0] wr_ptr, wr_ptr_nxt;
    logic [ADDR_WIDTH:0] rd_ptr, rd_ptr_nxt;
    always_ff @(posedge clk, negedge rst_n) begin
        if (!rst_n) begin
            wr_ptr <= '0;
            rd_ptr <= '0;
        end
        else begin
            wr_ptr <= wr_ptr_nxt;
            rd_ptr <= rd_ptr_nxt;
        end
    end
    always_ff @(posedge clk) begin
        if (wr && !full) begin
            mem[wr_ptr[ADDR_WIDTH-1:0]] <= w_data;
        end
    end
    always_comb begin
        wr_ptr_nxt = wr_ptr;
        rd_ptr_nxt = rd_ptr;
        if (wr && !full) begin
            wr_ptr_nxt = wr_ptr + 1'b1;
        end
        if (rd && !empty) begin
            rd_ptr_nxt = rd_ptr + 1'b1;
        end
    end
    assign r_data = mem[rd_ptr[ADDR_WIDTH-1:0]];
    assign empty = (wr_ptr == rd_ptr);
    assign full  = (wr_ptr[ADDR_WIDTH-1:0] == rd_ptr[ADDR_WIDTH-1:0]) &&
                   (wr_ptr[ADDR_WIDTH]     != rd_ptr[ADDR_WIDTH]);
endmodule
module uart_rx #(
    parameter DBIT = 8,  
    parameter SB_TICK = 16  
) (
    input logic clk,
    input logic rst_n,
    input logic rx,
    input logic s_tick,
    output logic rx_done_tick,
    output logic [7:0] dout
);
typedef enum logic [1:0] {
    IDLE,
    START,
    DATA,
    STOP
} state_t;
state_t state, state_nxt;
logic [3:0] s, s_nxt;
logic [2:0] n, n_nxt;
logic [7:0] b, b_nxt;
always_ff @(posedge clk, negedge rst_n) begin
    if (!rst_n) begin
        state <= IDLE;
        s <= 4'b0;
        n <= 3'b0;
        b <= 8'b0;
    end else begin
        state <= state_nxt;
        s <= s_nxt;
        n <= n_nxt;
        b <= b_nxt;
    end
end
always_comb begin
    state_nxt = state;
    s_nxt = s;
    n_nxt = n;
    b_nxt = b;
    case (state)
        IDLE: begin
            if (~rx) begin
                state_nxt = START;
                s_nxt = 0;
            end
        end
        START: begin
            if (s_tick) begin
                if (s == 7) begin
                    state_nxt = DATA;
                    s_nxt = 0;
                    n_nxt = 0;
                end else begin
                    s_nxt = s + 1;
                end
            end
        end
        DATA: begin
            if (s_tick) begin
                if (s == 15) begin
                    s_nxt = 0;
                    b_nxt = {rx, b[7:1]};
                    if (n == (DBIT - 1))
                        state_nxt = STOP;
                    else
                        n_nxt = n + 1;
                end else begin
                    s_nxt = s + 1;
                end
            end
        end
        STOP: begin
            if (s_tick) begin
                if (s == (SB_TICK - 1)) begin
                    state_nxt = IDLE;
                end else begin
                    s_nxt = s + 1;
                end
            end
        end
    endcase
end
always_comb begin
    rx_done_tick = 1'b0;
    dout = b;
    case (state)
        IDLE: ;
        START: ;
        DATA: ;
        STOP: begin
            rx_done_tick = (s_tick && (s == (SB_TICK - 1)));
        end
    endcase
end
endmodule
module uart_tx #(
    parameter DBIT = 8,  
    parameter SB_TICK = 16  
) (
    input logic clk,
    input logic rst_n,
    input logic tx_start,
    input logic s_tick,
    input logic [7:0] din,
    output logic tx_done_tick,
    output logic tx
);
typedef enum logic [1:0] {
    IDLE,
    START,
    DATA,
    STOP
} state_t;
state_t state, state_nxt;
logic [3:0] s, s_nxt;
logic [2:0] n, n_nxt;
logic [7:0] b, b_nxt;
always_ff @(posedge clk, negedge rst_n)
    if (!rst_n) begin
        state <= IDLE;
        s <= 0;
        n <= 0;
        b <= 0;
    end else begin
        state <= state_nxt;
        s <= s_nxt;
        n <= n_nxt;
        b <= b_nxt;
    end
always_comb begin
    state_nxt = state;
    s_nxt = s;
    n_nxt = n;
    b_nxt = b;
    case (state)
        IDLE: begin
            if (tx_start) begin
                state_nxt = START;
                s_nxt = 0;
                b_nxt = din;
            end
        end
        START: begin
            if (s_tick) begin
                if (s == 15) begin
                    state_nxt = DATA;
                    s_nxt = 0;
                    n_nxt = 0;
                end else begin
                    s_nxt = s + 1;
                end
            end
        end
        DATA: begin
            if (s_tick) begin
                if (s == 15) begin
                    s_nxt = 0;
                    b_nxt = b >> 1;
                    if (n == (DBIT - 1)) begin
                        state_nxt = STOP;
                    end else begin
                        n_nxt = n + 1;
                    end
                end else begin
                    s_nxt = s + 1;
                end
            end
        end
        STOP: begin
            if (s_tick) begin
                if (s == (SB_TICK - 1)) begin
                    state_nxt = IDLE;
                end else begin
                    s_nxt = s + 1;
                end
            end
        end
    endcase
end
always_comb begin
    tx_done_tick = 1'b0;
    case (state)
        IDLE: begin
            tx = 1'b1;
        end
        START: begin
            tx = 1'b0;
        end
        DATA: begin
            tx = b[0];
        end
        STOP: begin
            tx = 1'b1;
            if (s_tick) begin
                if (s == (SB_TICK - 1)) begin
                    tx_done_tick = 1'b1;
                end
            end
        end
    endcase
end
endmodule
module uart_module #(
    parameter int BIT_TICKS = 54
)(
    input logic clk,
    input logic rst_n,
    input logic rx,
    input logic rd_uart,
    input logic [7:0] w_data,
    input logic wr_uart,
    output logic tx,
    output logic [7:0] r_data,
    output logic rx_empty,
    output logic tx_full
);
wire logic [7:0] dout;
wire logic rx_done_tick;
wire logic tx_done_tick;
wire logic [7:0] din;
wire logic s_tick_ov;
wire logic tx_fifo_empty;
counter #(.RST_VALUE(BIT_TICKS)) u_baud_rate_generator (
    .clk(clk),
    .rst_n(rst_n),
    .enable(1'b1),
    .overflow(s_tick_ov),
    .value()
);
uart_rx u_reciever (
    .clk(clk),
    .rst_n(rst_n),
    .rx(rx),
    .s_tick(s_tick_ov),
    .dout(dout),
    .rx_done_tick(rx_done_tick)
);
fifo u_reciever_fifo (
    .clk(clk),
    .rst_n(rst_n),
    .w_data(dout),
    .wr(rx_done_tick),
    .r_data(r_data),
    .rd(rd_uart),
    .empty(rx_empty),
    .full()
);
uart_tx u_tranciever (
    .clk(clk),
    .rst_n(rst_n),
    .tx(tx),
    .din(din),
    .s_tick(s_tick_ov),
    .tx_done_tick(tx_done_tick),
    .tx_start(!tx_fifo_empty)
);
fifo u_tranciever_fifo(
    .clk(clk),
    .rst_n(rst_n),
    .w_data(w_data),
    .wr(wr_uart),
    .rd(tx_done_tick),
    .empty(tx_fifo_empty),
    .full(tx_full),
    .r_data(din)
);
endmodule
==> /design/flow/run.sh <==
#!/bin/bash
# OpenROAD 26Q1-2900-gdf79404cd8, Yosys 0.63+post, stock flow scripts
make -C /OpenROAD-flow-scripts/flow DESIGN_CONFIG=/design/flow/config.mk WORK_HOME=/design/flow/orfs finish
==> /design/flow/config.mk <==
export PLATFORM = sky130hd
export DESIGN_NAME = uart_module
export DESIGN_NICKNAME = uart_module
export VERILOG_FILES = /design/flow/design.v
export SDC_FILE = /design/flow/constraint.sdc
export NUM_CORES = 4
export LEC_CHECK = 1
export CORE_UTILIZATION = 30
==> /design/flow/constraint.sdc <==
current_design uart_module

set clk_period 5.6
set clk_io_pct 0.2

create_clock -name clk0 -period $clk_period [get_ports {clk}]

set non_clock_inputs [all_inputs -no_clocks]
set_input_delay [expr $clk_period * $clk_io_pct] -clock clk0 $non_clock_inputs
set_output_delay [expr $clk_period * $clk_io_pct] -clock clk0 [all_outputs]
==> run notes <==
Here are the numbers from the latest Yosys + OpenROAD run.

The buffer-and-inverter tally for the worst setup path is 2. The power density over the cells came out at 420 nW/um2. The maximum buffer depth of the clock tree is 3.

The share of synthesized area occupied by flip-flops and latches is 71.1%. The number of clock sinks came to around 340. Gates resized during post-CTS repair numbered 0. The via count came out at ~6700.

The cell count listed in synth_stat.txt came out at 785. The switching power of the nets is between 1.5 and 2 mW. The total I/O pin count is 24. The total cell area reported by yosys after synthesis came out at around 14000 um2.

The chip area came out at 46100 um2. The internal power of the cells came out at just under 5 mW. The die span in y came out at about 210 um. Before placement the cells fill 30.6% of the core.

The count of cell types in the netlist came out at between 50 and 60. The worst min-delay path category is reg2reg. The max-slew headroom at the worst pin is a little under two fifths. The share of the core filled with cells came out at 35.4%. The worst slack on hold paths is around 0.46 ns. Derived from the worst setup path, the maximum achievable clock frequency is ~240 MHz. From left edge to right edge, the die measures 215 um.

The total negative slack came out at 0 ns. In this run the worst path has a maximum fanout of 16. The wire length of the first global-routing pass is slightly below 40000 um. Per the final layout report, the fraction of cells sized above drive strength 1 comes to just under 20%. In this run, synthesis inferred between 200 and 300 flip-flops with an integrated enable. The number of antenna violations at the first check in global routing is 0. The share of async-settable or async-resettable flops after synthesis is about a quarter.

The via count of the first global-routing pass is a little over 7000. The H-tree was split into 2 levels. The total congestion overflow is 0. The post-layout period usage of the worst path is 74.2%.

The routed design could run at a clock period as short as about 4.2 ns. The worst setup path is launched from a flip-flop. The most frequently used flop master after synthesis is edfxtp_1. Pins over their slew limit in the final report were tallied at 0. TritonCTS created 35 clock buffers.

Buffers placed on the I/O ports in this run total 23. The detailed-router iteration count before antenna repair came out at 4. The worst-case IR drop observed on VDD is roughly 0.00021 V. For this run, the script counts the antenna cells in the layout as 0. The post-synthesis cell area came out at roughly 14000 um2. The clock power share is about a third. The register cell area after layout came out at between 9000 and 10000 um2. The final routed DRC violation total is 0. The count of endpoints failing hold in the final timing report came out at 0. The wire length reported by the detailed router came out at roughly 24000 um.

The main area contributors are edfxtp_1 (57%), dfrtp_1 (14%), mux4_2 (9.3%). The delay of the slowest cell on the worst path is ~0.58 ns. After floorplanning, the core was divided into between 70 and 80 placement rows.

The cell family contributing the most delay on the critical path is buffers and inverters. The gate count of the mapped netlist came out at slightly below 800. The number of buffers inserted for hold repair after clock tree synthesis came out at 0. At the worst endpoint, the arrival time is between 3 and 4 ns. The count of nets left with antenna violations after detail routing is 0. According to the timing report, the data required time at the worst endpoint equals about 4.5 ns. The Yosys warning count came out at 4. The clock slew seen by the registers of the worst setup and hold paths came out at ~0.06 ns.

Traced cell by cell, the critical path runs through buf_4 -> mux4_2 -> nor2b_1 -> a211oi_1 -> a21oi_1 -> clkdlybuf4s50_1. The routed length per instance came out at 16.4 um. The overall power of the completed layout is 6.61 mW. The aggregate global-route resource usage is 11.4%. The portion of total power attributed to sequential cells came out at between 40% and 50%.

The total setup violations reported at the end of the flow came out at 0. The half-perimeter wire length of the detailed placement result came out at approximately 15000 um. The total tool warning count is 31. The final weighted congestion of routability-driven global placement is around 0.80. The mean area per synthesized cell came out at approximately 17 um2.

The worst setup path is captured at a primary output. The slowest cell on the critical path is dfrtp_2. In this run the clock root is driven by a clkbuf_16. For the worst-skew pair, the clock arrives at the later sink with an insertion delay of 0.54 ns. The clock skew after layout is about 0.020 ns. The core area is ~44000 um2. The area growth from synthesis to layout came out at 15.8%. The number of register bits inferred by synthesis is 335. The start-to-end type of the worst setup path is reg2out. The per-cell via count in the routed design came out at around 4.6. The TritonCTS clock tree is yes. Looking at the max-slew report, the worst-margin pin has a slew of between 0.9 and 1 ns. The net switching fraction of the power came out at roughly 26%.

For this design the static power due to leakage is between 5 and 6 nW. The flow ran to the end, and the final reports show no timing, DRC or antenna violations. Setup repair after global routing left no endpoint under its margin. Entering global routing, the biggest net connects between 40 and 50 pins. For this block, the initial DRC count from the detailed router was 463. The max-cap check violation count is 0. In the final layout, the fill cell count is between 4000 and 5000. The number of setup buffers added after CTS is 0. Yosys reports that the leading cell type by area covers a little under three fifths of the netlist area. The multi-input gate area in the final layout is about 3700 um2. The cell type with the largest total area is edfxtp_1. Looking at the power breakdown, combinational cells take 16.0% of the total.
## flip-flops by register name (all words and copies together) (netlist names), 4 cells and up
name / flops
u_tranciever_fifo.mem: 128
u_tranciever.b: 8
u_baud_rate_generator.value: 20
u_tranciever.s: 4
u_reciever_fifo.rd_ptr: 5
u_reciever_fifo.wr_ptr: 5
u_reciever.s: 4
u_tranciever_fifo.wr_ptr: 5
u_tranciever_fifo.rd_ptr: 5
u_tranciever.state: 4
u_reciever.b: 8
u_reciever.state: 4
u_reciever_fifo.mem: 128
## stage by stage
step	std cells	instance area [um2]	setup WS (ns)
after CTS	1459	15700	1.37
after global placement	1396	14600	1.98
after floorplan	798	13600	2.86
final	1459	15700	1.44
after global routing	1459	15700	1.24
after detailed placement	1396	14600	1.96
## power by group through the flow
stage	combinational, mW	sequential, mW	clock [mW]
after CTS	1.08	3.24	2.37
after global routing	1.18	3.28	2.47
final	1.06	3.24	2.32
## synth_stat cells (2+ instances only)
| library cell | instances |
|---|---|
| mux4_2 | 56 |
| and2_1 | 2 |
| clkbuf_1 | 10 |
| a221o_1 | 6 |
| mux2_2 | 26 |
| nand2_1 | 43 |
| buf_6 | 3 |
| a21oi_1 | 14 |
| a211oi_1 | 15 |
| and4_1 | 3 |
| nor3_1 | 10 |
| a22o_1 | 2 |
| nor2b_1 | 12 |
| edfxtp_1 | 256 |
| and3_1 | 18 |
| o31ai_1 | 8 |
| dfstp_2 | 2 |
| nor4_1 | 3 |
| ha_1 | 17 |
| buf_4 | 4 |
| nand4_1 | 9 |
| inv_1 | 18 |
| a21o_1 | 2 |
| buf_1 | 2 |
| o21ai_0 | 15 |
| a31oi_1 | 4 |
| dfrtp_1 | 77 |
| mux2i_1 | 23 |
| buf_2 | 18 |
| a32o_1 | 2 |
| xor2_1 | 9 |
| xnor2_1 | 20 |
| nand2b_1 | 3 |
| nand3_1 | 9 |
| nor2_1 | 41 |
## cell usage in the layout (no fill, tap or decap), types with 3 or more instances in the layout
cell,instances
nand2_1,43
clkinv_1,8
and3_1,18
a211oi_1,15
edfxtp_1,256
inv_1,18
mux2i_1,23
a221o_1,6
dfrtp_1,75
conb_1,14
mux4_2,56
nor4_1,3
xnor2_1,20
buf_4,22
nand4_1,9
a31oi_1,4
nor3_1,10
bufinv_16,3
clkdlybuf4s50_1,22
and4_1,3
nor2b_1,12
clkbuf_1,4
o31ai_1,8
clkbuf_16,37
mux2_2,26
nor2_1,41
a21oi_1,14
ha_1,17
o21ai_0,15
xor2_1,9
nand3_1,9
nand2b_1,3
clkinv_2,6
## routing by layer
metal  vias to the layer above  global-route usage (%)  share of wire [%]
met4                         0                    1.81                1.5
met3                        33                    5.42                9.1
met5                         -                   0.417                  0
met2                       235                    17.9                 48
met1                      3324                    15.3                 42
li1                       3148                       -                  -
## path summary, 6_finish.rpt
check | startpoint | end | slack, ns | cells past startpoint
max | u_reciever_fifo.rd_ptr[0]$_DFFE_PN0P_ | r_data[5] | 1.44 | 6
max in group asynchronous | rst_n | u_tranciever_fifo.rd_ptr[0]$_DFFE_PN0P_ | 4.07 | 2
min reg2reg | u_baud_rate_generator.value[0]$_DFF_PN0_ | u_baud_rate_generator.value[0]$_DFF_PN0_ | 0.46 | 1
max reg2reg | u_reciever_fifo.rd_ptr[2]$_DFFE_PN0P_ | u_reciever_fifo.mem[2][7]$_DFFE_PP_ | 2.29 | 6
min in group asynchronous | rst_n | u_reciever_fifo.rd_ptr[0]$_DFFE_PN0P_ | 0.55 | 1
min | u_baud_rate_generator.value[0]$_DFF_PN0_ | u_baud_rate_generator.value[0]$_DFF_PN0_ | 0.46 | 1
## final cells by class
cell class	instances	share of cell area, %
Clock inverter	21	1.40
Multi-Input combinational cell	406	23.5
Tap cell	592	4.71
Inverter	19	0.453
Sequential cell	335	61.5
Timing Repair Buffer	44	2.45
Clock buffer	42	6.07
## kinds of logic after synthesis
family	synth area share, %
flip-flops	71.1
AND/OR/NAND/NOR	5.89
multiplexers	13.3
AND-OR/OR-AND	4.14
buffers and inverters	2.03
XOR/XNOR	1.87
adder cells (fa/ha/maj)	1.57
other	0.0276
Power figures rest on the tool's default switching activity, not on a simulated workload.
